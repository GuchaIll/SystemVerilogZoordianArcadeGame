`flow/run.sh`:
```
#!/bin/bash
# OpenROAD 26Q1-2900-gdf79404cd8, Yosys 0.63+post, stock flow scripts
make -C /OpenROAD-flow-scripts/flow DESIGN_CONFIG=/design/flow/config.mk WORK_HOME=/design/flow/orfs finish
```
`flow/config.mk`:
```
export PLATFORM = sky130hd
export DESIGN_NAME = Memory
export DESIGN_NICKNAME = Memory
export VERILOG_FILES = /design/flow/design.v
export SDC_FILE = /design/flow/constraint.sdc
export NUM_CORES = 4
export LEC_CHECK = 1
export CORE_UTILIZATION = 40
```
`flow/constraint.sdc`:
```
current_design Memory

set clk_period 33.9
set clk_io_pct 0.2

create_clock -name clk0 -period $clk_period [get_ports {clock}]

set non_clock_inputs [all_inputs -no_clocks]
set_input_delay [expr $clk_period * $clk_io_pct] -clock clk0 $non_clock_inputs
set_output_delay [expr $clk_period * $clk_io_pct] -clock clk0 [all_outputs]
```
`flow/design.v`:
```
`default_nettype none
module Decoder
#(parameter WIDTH = 8)
(input logic [$clog2(WIDTH)-1:0] I, 
input logic en,
output logic [WIDTH-1:0] D);
    always_comb begin
        if(en) 
            D = 1 << I;
        else 
            D = '0;
    end
endmodule: Decoder
module BarrelShifter
(input logic [15:0] V,
input logic [3:0] by,
output logic [15:0] S);
    assign S = V << by;
endmodule: BarrelShifter
module Multiplexer
#(parameter WIDTH = 8)
(input logic [WIDTH-1:0] I,
input logic [$clog2(WIDTH)-1:0] S,
output logic Y);
    assign Y = I[S];
endmodule: Multiplexer
module Mux2to1
#(parameter WIDTH = 8)
(input logic [WIDTH-1:0]I0,
input logic [WIDTH-1:0]I1,
input logic S,
output logic [WIDTH-1:0]Y);
    assign Y = S ? I1 : I0;
endmodule: Mux2to1
module MagComp
#(parameter WIDTH = 8)
(input logic [WIDTH-1:0] A,
input logic [WIDTH-1:0] B,
output logic AltB, AeqB, AgtB);
    assign AltB = A < B;
    assign AeqB = A == B;
    assign AgtB = A > B;
endmodule: MagComp
module Comparator
#(parameter WIDTH = 4)
(input logic [WIDTH-1:0] A,
input logic [WIDTH-1:0] B,
output logic AeqB);
    assign AeqB = A == B;
endmodule: Comparator
module Adder
#(parameter WIDTH = 8)
(input logic [WIDTH-1:0]A,
input logic [WIDTH-1:0]B,
input logic cin,
output logic [WIDTH-1:0]sum,
output logic cout);
    assign {cout, sum} = A + B + cin;
endmodule: Adder
module Subtracter
#(parameter WIDTH = 8)
(input logic [WIDTH-1:0]A,
input logic [WIDTH-1:0]B,
input logic bin,
output logic [WIDTH-1:0]diff,
output logic bout);
    assign {bout, diff} = A - B - bin;
endmodule: Subtracter
module DFlipFlop(
  output logic Q,
  input logic D, clock, reset_L, preset_L);
  always_ff @(posedge clock, negedge reset_L, negedge preset_L)
    if (reset_L == 1'b0)
      Q <= 0;
    else if (preset_L == 1'b0)
      Q <= 1;
    else
      Q <= D;
endmodule: DFlipFlop
module Register
#(parameter WIDTH = 8)
(
    input logic [WIDTH-1:0] D,
    input logic en,
    input logic clock,
    input logic clear,
    output logic [WIDTH-1:0] Q
);
    always_ff @(posedge clock) 
        if (en)
            Q <= D;
        else if (clear)
            Q <= 0;
endmodule: Register
module Counter
#(parameter WIDTH = 4)
(
    input logic clock,
    input logic clear,
    input logic en,
    input logic load, 
    input logic up,
    input logic [WIDTH-1:0] D,
    output logic [WIDTH-1:0] Q
);
    always_ff @(posedge clock) 
        if (clear)
            Q <= 0;
        else
            if (en)
                if (load)
                    Q <= D;
                else
                    if (up)
                        Q <= Q + 1;
                    else
                        Q <= Q - 1;
endmodule: Counter
module Synchronizer
(
    input logic async,
    input logic clock,
    output logic sync
);
    always_ff @(posedge clock)
        sync <= async;
endmodule: Synchronizer
module ShiftRegisterSIPO
#(parameter WIDTH = 8)
(
    input logic en,
    input logic left,
    input logic serial,
    input logic clock,
    output logic [WIDTH-1:0] Q
);
    always_ff @(posedge clock)
        if (en)
            if (left)
                Q <= {Q[WIDTH-2:0], serial};
            else
                Q <= {serial, Q[WIDTH-1:1]};
endmodule: ShiftRegisterSIPO
module ShiftRegisterPIPO
#(parameter WIDTH = 8)
(
    input logic en,
    input logic left,
    input logic load,
    input logic [WIDTH-1:0] D,
    input logic clock,
    output logic [WIDTH-1:0] Q
);
    always_ff @(posedge clock)
        if (en)
            if (left)
                Q <= {Q[WIDTH-2:0], load};
            else
                Q <= {load, Q[WIDTH-1:1]};
endmodule: ShiftRegisterPIPO
module BarrelShiftRegister
#(parameter WIDTH = 8)
(
    input logic en,
    input logic [1:0] by,
    input logic [WIDTH-1:0] D,
    input logic clock,
    output logic [WIDTH-1:0] Q
);
    always_ff @(posedge clock)
        if (en)
            Q <= D << by;
endmodule: BarrelShiftRegister
module BusDriver
#(parameter WIDTH = 8)
(input logic [WIDTH-1:0] data,
input logic [WIDTH-1:0] buff,
input logic en,
output logic [WIDTH-1:0] bus);
    assign bus = (en) ? data : buff;
endmodule: BusDriver
module Memory
#(parameter DW = 16,
  parameter W = 256,
  parameter AW = $clog2(W))
(input logic re, we, clock,
 input logic [AW-1:0] addr,
 inout tri [DW-1:0] data);
    logic [DW-1:0] M[W];
    logic [DW-1:0] rData;
    assign data = (re) ? rData : 'bz;
    always_ff @(posedge clock)
        if (we)
            M[addr] <= data;
    always_comb
        rData = M[addr];
endmodule: Memory
```
==> flow_summary.json <==
{
  "edf_count": 4096,
  "cts_setup_buffers": 0,
  "top_cell": "edfxtp_1",
  "num_rows": 228,
  "clock_path_buffers": 4,
  "cts_max_level": 5,
  "syn_area_per_cell_um2": 23.1,
  "cts_root_buf": "clkbuf_16",
  "cts_sinks": 4096,
  "top_area_share_pct": 79.3,
  "cts_buffers": 409,
  "status": "did not finish",
  "ys_types": 21,
  "dp_hpwl_um": 221000,
  "async_reset_ff_share_pct": 0,
  "ys_warn_count": 2,
  "die.size.y_um": 625,
  "port_buffers": 9,
  "synth_cells": 6711,
  "ys_cells": 6711,
  "synth-seq-cells": 4096,
  "synth_top_cell_by_area": "edfxtp_1",
  "firstError": "[error] [KeplerFormal.cpp:679] Workflow failed: Iso has multiple drivers: .data7, place863.X0",
  "chipWidth_um": 625,
  "ys_seq_share_pct": 79.3,
  "io_pins": 27,
  "synth-main-ff-cell": "edfxtp_1",
  "synthTopCellsByArea": "edfxtp_1 79%, mux4_2 15%, a22oi_1 2.5%",
  "post_cts_resized": 0,
  "fp-utilization_pct": 40.2,
  "cts_hold_buf": 0,
  "stop_stage": "clock tree synthesis",
  "common_cells": "4096 x edfxtp_1, 1024 x mux4_2, 512 x a22oi_1",
  "ys_chip_area_um2": 155000,
  "gp_congestion": 0.848,
  "synth.cell_area_um2": 155000
}
## metrics by stage
step                      instance area (um^2)  cells  setup WS [ns]  hold WS, ns
after floorplan                         155000   6711          14.68         4.64
after global placement                  164000  11988          13.73         1.43
after detailed placement                164000  11988          13.71         1.45
## kinds of logic after synthesis
kind of cell	share of synthesized area, %
AND-OR/OR-AND	3.67
buffers and inverters	1.24
flip-flops	79.3
multiplexers	14.9
AND/OR/NAND/NOR	0.909
